==> ./design.v <==
module Parity_calc #(parameter DATA_LENGTH = 8)
(
	input wire [DATA_LENGTH-1:0] P_DATA,
	input wire 					 Data_valid,
	input wire 					 PAR_TYPE,
	input wire  				 Enable_Par_Output,
	output reg 				 	 PAR_BIT
);  
	reg [DATA_LENGTH-1:0] P_DATA_Reg;
	always @(*) begin
		PAR_BIT = 1'b0;
		P_DATA_Reg = 'b0;
		if (Enable_Par_Output)
			PAR_BIT = (~PAR_TYPE) ? (^P_DATA_Reg) : (~^P_DATA_Reg);
		else if (Data_valid) begin
			P_DATA_Reg = P_DATA;
		end
		else begin
			PAR_BIT = 1'b0;
			P_DATA_Reg = 'b0;
		end
	end
endmodule
module Serializer #(parameter DATA_LENGTH = 8)
(
	input wire [DATA_LENGTH-1:0] P_DATA,
	input wire 					 ser_en,
	input wire 					 CLK,
	input wire 					 RST,
	input wire 					 Data_valid,
	output wire 				 ser_done,
	output reg					 ser_data 
); 
	reg [DATA_LENGTH-1:0] P_DATA_Reg; 
	reg [3:0] counter;
	always @(posedge CLK or negedge RST) begin
		if (~RST) begin
			counter <= 4'b0;
			ser_data <= 1'b0;
		end
		else if (ser_en) begin	
			counter <= counter + 1;
			P_DATA_Reg <= {1'b0, P_DATA_Reg[DATA_LENGTH-1:1]};
			ser_data <= P_DATA_Reg[0];
			if (counter == 4'd8) begin
				counter <= 4'b0;
			end		
		end	
		else if (Data_valid) begin
			P_DATA_Reg <= P_DATA;
		end
	end
	assign ser_done = (counter == 4'd8) ? 1'b1 : 1'b0 ;
endmodule
module TX_OUT_MUX
(
	input wire 		 ser_data,
	input wire 		 par_bit,
	input wire [1:0] mux_sel,
	output reg  	 TX
);  
	always @(*) begin
		TX = 1'b1;   
		case (mux_sel) 
			2'b00 : TX = 1'b0;
			2'b01 : TX = 1'b1;
			2'b10 : TX = ser_data;
			2'b11 : TX = par_bit;
		endcase
	end
endmodule
module UART_FSM #(parameter DATA_LENGTH = 8)
(
	input wire 					 CLK,
	input wire 					 RST,
	input wire 					 ser_done,
	input wire 					 Par_en,
	input wire					 Data_valid, 
	output reg [1:0] 			 mux_sel,
	output reg 				     ser_en,
	output reg 					 Enable_Parity_output,
	output reg 					 busy
);  
	reg [2:0] CU_S, NX_S;
	localparam IDLE = 3'b000,
			   START = 3'b001,
			   DATA = 3'b010,
			   PARITY = 3'b011,
			   STOP = 3'b100;
	always @(posedge CLK or negedge RST) begin
		if (~RST) begin
			CU_S <= IDLE;			
		end
		else begin
			CU_S <= NX_S;
		end
	end
	always @(*) begin
		NX_S = IDLE;  
		case (CU_S)
			IDLE :
			begin
				if (Data_valid)
					NX_S = START;
				else
					NX_S = IDLE;
			end
			START :
			begin
				NX_S = DATA;
			end
			DATA :
			begin
				if (~ser_done)
					NX_S = DATA;
				else if (~Par_en)
					NX_S = STOP;
				else 
					NX_S = PARITY;
			end
			PARITY :
			begin
				NX_S = STOP;
			end
			STOP :
			begin
				NX_S = IDLE;
			end
			default :
			begin
				NX_S = IDLE;
			end
		endcase
	end
	always @(*) begin
		ser_en = 1'b0;
		mux_sel = 2'b01;
		busy = 1'b0;
		Enable_Parity_output = 1'b0;
		case (CU_S)
			IDLE :
			begin
				ser_en = 1'b0;
				mux_sel = 2'b01;
				busy = 1'b0;
				Enable_Parity_output = 1'b0;
			end
			START :
			begin
				ser_en = 1'b1;
				mux_sel = 2'b00;
				busy = 1'b1;
				Enable_Parity_output = 1'b0;
			end
			DATA :
			begin
				ser_en = 1'b1;
				mux_sel = 2'b10;
				busy = 1'b1;
				Enable_Parity_output = 1'b0;
			end
			PARITY :
			begin
				ser_en = 1'b0;
				mux_sel = 2'b11;
				busy = 1'b1;
				Enable_Parity_output = 1'b1;
			end
			STOP :
			begin
				ser_en = 1'b0;
				mux_sel = 2'b01;
				busy = 1'b1;
				Enable_Parity_output = 1'b0;
			end
			default :
			begin
				ser_en = 1'b0;
				mux_sel = 2'b01;
				busy = 1'b0;
				Enable_Parity_output = 1'b0;
			end
		endcase
	end
endmodule
module UART_TX #(parameter DATA_LENGTH = 8)
(
	input wire [DATA_LENGTH-1:0] P_DATA,
	input wire 					 DATA_VALID,
	input wire 					 PAR_EN,
	input wire 					 PAR_TYP,
	input wire 					 CLK,
	input wire 					 RST,
	output wire 				 TX_OUT,
	output wire 				 Busy
); 
	wire ser_done_TOP, ser_en_TOP, Enable_Parity_output_TOP, ser_data_TOP, PAR_BIT_TOP;
	wire [1:0] mux_sel_TOP;
	UART_FSM fsm
	(
		.CLK(CLK),
		.RST(RST),
		.ser_en(ser_en_TOP),
		.Par_en(PAR_EN),
		.Data_valid(DATA_VALID), 
		.mux_sel(mux_sel_TOP),
		.ser_done(ser_done_TOP),
		.Enable_Parity_output(Enable_Parity_output_TOP),
		.busy(Busy)
	);
	Serializer ser
	(
		.P_DATA(P_DATA),
		.ser_en(ser_en_TOP),
		.CLK(CLK),
		.RST(RST),
		.Data_valid(DATA_VALID), 
		.ser_done(ser_done_TOP),
		.ser_data(ser_data_TOP)
	);  
	Parity_calc par
	(
		.P_DATA(P_DATA),
		.Data_valid(DATA_VALID),
		.PAR_TYPE(PAR_TYP),
		.Enable_Par_Output(Enable_Parity_output_TOP),
		.PAR_BIT(PAR_BIT_TOP)
	);  
	TX_OUT_MUX mux
	(
		.ser_data(ser_data_TOP),
		.par_bit(PAR_BIT_TOP),
		.mux_sel(mux_sel_TOP),
		.TX(TX_OUT)
	);  
endmodule
==> ./run.sh <==
#!/bin/bash
# OpenROAD 26Q1-2900-gdf79404cd8, Yosys 0.63+post, stock flow scripts
make -C /OpenROAD-flow-scripts/flow DESIGN_CONFIG=/design/flow/config.mk WORK_HOME=/design/flow/orfs finish
==> ./config.mk <==
export PLATFORM = sky130hd
export DESIGN_NAME = UART_TX
export DESIGN_NICKNAME = UART_TX
export VERILOG_FILES = /design/flow/design.v
export SDC_FILE = /design/flow/constraint.sdc
export NUM_CORES = 4
export LEC_CHECK = 1
export CORE_AREA = 10 10 77 77
export DIE_AREA = 0 0 87 87
==> ./constraint.sdc <==
current_design UART_TX

set clk_period 2.5
set clk_io_pct 0.2

create_clock -name clk0 -period $clk_period [get_ports {CLK}]

set non_clock_inputs [all_inputs -no_clocks]
set_input_delay [expr $clk_period * $clk_io_pct] -clock clk0 $non_clock_inputs
set_output_delay [expr $clk_period * $clk_io_pct] -clock clk0 [all_outputs]
==> deck_impl_summary.md <==
Flow Results at a Glance

Logic synthesis
  – Syn Inst Count: 60
  – Chip Area, Yosys: 795 um^2
  – Yosys cell count: 60
  – Post-synthesis cell area: slightly below 800 um^2
  – Yosys top cell by area: edfxtp_1
  – Number of synthesis warnings: 4
  – Post-synth area hogs: edfxtp_1 (30%), dfrtp_1 (28%), mux2_2 (13%), dfstp_2 (3.3%), ha_1 (3.1%)
  – Mean Syn Cell Area: 13.2 um^2
  – Cell Type Count: 22
  – Registers, synthesis: 18
  – Synth Seq Share: a little over 60%
  – Area leader share: 30.2%

Finish
  – Commonest Layout Cell: clkdlybuf4s50_1
  – Fillers: 451
  – Layout cells sized above 1: 22.5%
  – Commonest non-fill, non-tap cells in the layout: clkdlybuf4s50_1 (14), mux2_2 (9), dfrtp_1 (9)
  – Syn-to-layout area delta: 34.6%
  – MI comb area: 280 um^2
  – Reg area: approximately 500 um^2

Clocking
  – Post-CTS Hold Buffers: 0
  – Setup repair bufs after CTS: 0
  – CTS tree: done
  – CTS root buf: clkbuf_8
  – Clk Latency, worst-skew pair: 0.25 ns
  – Reg clk slew, reported paths: about 0.07 ns
  – Resized Gates After CTS: 0
  – TritonCTS buffer count: 3
  – CTS Buffer Depth: 2
  – Clock H-tree levels: 1
  – CTS Sinks: 18

Worst setup path
  – Most frequent cell on the critical path: clkdlybuf4s50_1
  – Setup CP Type: input pin to output pin
  – CP cell instances: clkdlybuf4s50_1, nand2_1, o21ai_0, clkdlybuf4s50_1
  – Critical-path maximum fanout: 1
  – Max incr delay on CP: roughly 0.49 ns
  – CP arrival: 1.56 ns
  – Startpoint Class: input pin
  – Worst reg2reg path depth: 3
  – CP endpoint kind: output pin
  – Crit path DRT: approximately 2.0 ns
  – Crit-path slowest cell: clkdlybuf4s50_1

Global routing
  – GRT overflow: 0
  – First-pass GRT wire length: 2470 um
  – Vias in the first global route: 575
  – Initial antenna violation count: 0
  – GRT Total Usage: between 3 and 4%
  – Largest net degree at the start of global routing: 16

Placed design
  – Number of buffers added on ports: 14
  – Post-Place Worst Slack: ~0.43 ns
  – Post-DP HPWL: ~1100 um
  – Gpl congestion: 0.778

Power and ir drop
  – Max rail drop VDD: 0.000441 V
  – Pwr/cell area: 923 nW/um^2
  – Total chip power: 0.000987 W
  – Lkg Pwr: 0.445 nW

Timing
  – Max Slew Vio Count: 0
  – Setup violators final: 0
  – Tcrit/Tclk final: 82.5%
  – Worst-margin pin slew: 0.270 ns
  – Layout Skew: 0.00393 ns
  – Min Tclk post-route: around 2.1 ns
  – Worst slew margin: about four fifths
  – Achievable Freq: 485 MHz
  – Final Hold Fails: 0
  – Setup TNS: 0 ns
  – Final WS setup: 0.438 ns
  – RSZ-0062 raised after global routing: no

Route
  – Ant diodes: 0
  – Antenna Violating Nets Remaining: 0
  – Remaining DRCs: 0
  – Vias: 526
  – Wire per inst: 10.8 um
  – DR pass1 iterations: 3
  – Drt total wl: around 1400 um
  – 1st-iter DRT viols: 20
  – Vias per cell: ~4.0

Die
  – Fp util: 18.2%
  – Die X: 87 um
  – Core box area: 4350 um^2
  – DIE AREA: 7570 um^2
  – Chip Height: 87 um
  – I/O pin cnt: 15
  – # rows: 24

Min path
  – Hold Crit Class: flip-flop to flip-flop
  – Hold Path Depth: 1

Run
  – Log Warnings: 26
  – Max_cap viols: 0

Run status
  – Status: completed
synthesized netlist by cell type:
cell type	n
nor3_1	1
and2_1	2
o21bai_1	2
or4b_1	1
a21oi_1	1
nor2_1	2
ha_1	2
edfxtp_1	8
mux2_2	9
a21boi_0	1
a211oi_1	1
dfrtp_1	9
buf_4	1
nand3_1	2
and3b_1	1
o21ai_0	3
nor2_2	1
nand2_1	4
a21o_1	3
and3_1	1
dfstp_2	1
inv_1	4
worst paths after layout:
path | slack [ns] | start | endpoint
max in group asynchronous | 1.67 | RST | fsm.CU_S[0]
worst min register to register | 0.49 | ser.P_DATA_Reg[0] | ser.ser_data
worst max-delay path | 0.44 | PAR_TYP | TX_OUT
worst min-delay path | 0.49 | ser.P_DATA_Reg[0] | ser.ser_data
min in group asynchronous | 0.62 | RST | fsm.CU_S[3]
worst max register to register | 1.05 | fsm.CU_S[2] | ser.P_DATA_Reg[6]
registers in the layout (all words and copies together), names as in the netlist:
name / count
ser.P_DATA_Reg: 8
fsm.CU_S: 5
ser.counter: 4
ser.ser_data: 1
final cells by class:
| cell class | count | area share (%) |
|---|---|---|
| inverters | 4 | 1.40 |
| well taps | 52 | 6.08 |
| multi-input cells | 37 | 26.2 |
| clock buffers | 4 | 5.15 |
| flip-flops and latches | 18 | 46.0 |
| repair buffers | 17 | 15.2 |
power by group:
part,switching (W),internal [W]
clock,0.0000902,0.000140
sequential,0.0000596,0.000407
combinational,0.000119,0.000172
total,0.000269,0.000719
critical path: cells and delay by family:
family,cells,cell delay (ns)
buf+inv,2,0.95
simple gates,1,0.04
compound gates,1,0.07
metal layers:
metal | up-vias | GRT usage, % | share of wire, %
li1 | 252 | - | -
met1 | 258 | 4.63 | 48
met2 | 14 | 6.53 | 44
met3 | 2 | 1.89 | 7.2
met4 | 0 | 0.295 | 0.56
met5 | - | 0 | 0
metrics by stage:
step / util [%] / hold WS, ns / area (um^2) / instances
finish: 24.6 / 0.488 / 1070 / 132
global placement: 23.3 / 0.465 / 1010 / 128
floorplan: - / 0.204 / 795 / 60
CTS: 24.6 / 0.490 / 1070 / 132
global route: 24.6 / 0.510 / 1070 / 132
detailed placement: 23.3 / 0.474 / 1010 / 128
logic make-up after synthesis:
kind of cell    synth area share (%)
simple gates                    10.2
buf+inv                         2.83
fa+ha+maj                       3.15
compound gates                  9.13
mux                             12.8
flops                           61.9
Power is estimated from default activity; no workload was simulated.
